**flow/run.sh**
```bash
#!/bin/bash
# OpenROAD 26Q1-2900-gdf79404cd8, Yosys 0.63+post, stock flow scripts
make -C /OpenROAD-flow-scripts/flow DESIGN_CONFIG=/design/flow/config.mk WORK_HOME=/design/flow/orfs finish
```
**flow/config.mk**
```make
export PLATFORM = sky130hd
export DESIGN_NAME = banco_regs
export DESIGN_NICKNAME = banco_regs
export VERILOG_FILES = /design/flow/design.v
export SDC_FILE = /design/flow/constraint.sdc
export NUM_CORES = 4
export LEC_CHECK = 1
export CORE_UTILIZATION = 30
```
**flow/constraint.sdc**
```tcl
current_design banco_regs

set clk_period 2.5
set clk_io_pct 0.2

create_clock -name clk0 -period $clk_period [get_ports {clock}]

set non_clock_inputs [all_inputs -no_clocks]
set_input_delay [expr $clk_period * $clk_io_pct] -clock clk0 $non_clock_inputs
set_output_delay [expr $clk_period * $clk_io_pct] -clock clk0 [all_outputs]
```
**flow/design.v**
```verilog
module banco_regs (Reg1, Reg2, RegEscr, DadoEscr, EscReg, Dado1, Dado2, clock, reset);
	input [2:0] Reg1, Reg2, RegEscr;
	input [7:0] DadoEscr; 
	input EscReg, clock, reset;
	output [7:0] Dado1, Dado2; 
	reg [7:0] BR [7:0];
	integer i;
	initial begin
		BR[8'b0] <= 8'b0;
		for(i=0;i<8;i=i+1)
			begin
				BR[i] <= 8'b0;
			end
	end 
	assign Dado1 = BR[Reg1];
	assign Dado2 = BR[Reg2];
	always @(posedge clock) 
	begin
		if ((EscReg) && (RegEscr != 3'b000))
		begin	
			BR[RegEscr] <= DadoEscr;
		end
		if(reset==1'b1)
		begin
			for(i=0;i<8;i=i+1)
			begin
				BR[i] <= 8'b0;
			end
		end
	end
endmodule
module test_bancoreg;
	reg [2:0] reg1, reg2, regescr;
	reg [7:0] dadoescr;
	reg escreg, clk, rst;
	wire [7:0] dado1, dado2;
	always begin
		clk = 0;
		#1 clk = 1;
		#1 clk = 0;
	end
	initial begin
		escreg = 0;
		reg1 = 3;
		reg2 = 6;
		regescr = 3;
		dadoescr = 10;
		rst = 0;
		#2 escreg = 1;
		#2 regescr = 6; 
		dadoescr = 5;
		#2 rst = 1;	
	end
	initial begin
 		$monitor("Time=%0d reg1=%b reg2=%b regescr=%b dadoescr=%b escreg=%b clock=%b reset=%b dado1=%b dado2=%b",$time, reg1, reg2, regescr, dadoescr, escreg, clk, rst, dado1, dado2);
 	end
	banco_regs mod1(reg1, reg2, regescr, dadoescr, escreg, dado1, dado2, clk, rst);
endmodule
```
==> results.yml <==
# synthesis and place-and-route metrics
outcome:
  run_status: "finished, final reports clean"
critical_path:
  critPathMaxStageDelay_ps: 540
  timing.critical_path.from_type: "input pin"
  timing.critical_path.max_delay_family: "multiplexers"
  critPathArrivalTime_ps: 1980
  crit_path_max_fanout: 6
  timing.critical_path.cells: "buf_6 > buf_12 > mux4_1 > mux2_2 > clkdlybuf4s50_1"
  critPathKind: "in2out"
  critical_path.n_buffers_inverters: 3
  cp.required_ps: 2000
  critical-path-slowest-cell: "mux4_1"
  endpoint_kind: "output pin"
  crit_path_start: "Reg1[0]"
  timing.rr.start: "BR[6][1]"
power_and_ir_drop:
  power.share.clock_pct: 36.9
  totalPowerFinal_mw: 2.114
  switchingPower_mw: 0.5185
  switching_share_pct: 24.52
  combPwrFrac_pct: 13.3
  intPower_mw: 1.596
  powerDensity_mw_per_mm2: 504.9
  peakVddDrop_mv: 0.3506
  power.sequential.fraction_pct: 49.8
  power.static_leakage_nw: 1.514
detailed_routing:
  dr_wl_met2_um: 4116
  final_antenna_net_count: 0
  route.antenna.diode_count: 0
  route.final.wire_length_um: 8890
  firstDrtPassIters: 4
  wl_per_cell_um: 18.07
  dr_total_vias: 2549
  first_iter_violations: 64
  highest_layer: "met4"
  dr_wl_met3_um: 901
  remaining_drc_errors: 0
  drt-vias-per-instance: 5.181
  wl_met1_um: 3726
final_timing:
  maxClockFrequency_ghz: 0.4026
  finalCritPeriodShare_pct: 99.34
  report.final.hold_viol_count: 0
  finClkSkew_ps: 0
  worst_pin_slew_ps: 603.5
  layout_setup_ws_ps: 16.45
  grt_setup_unrepaired: "true"
  setup_viol: 0
  finalSetupTns_ps: 0
  timing_max_transition_violations_final: 0
  period_minus_slack_ps: 2484
  slew_headroom_pct: 59.55
final_layout:
  area_growth_syn_to_layout_pct: 24.52
  number_of_flip_flops_under_the_largest_register_name: 64
  drive_gt1_share_pct: 25.00
  largest_register: "BR"
  biggestRegsByFlops: "BR x64"
  multiInputGateArea_mm2: 0.001851
  final.fill_count: 1025
  sequential_cell_area_mm2: 0.001281
  layout.cells.non_filler: 492
floorplan:
  placement_rows: 38
  die_area_mm2: 0.01164
  ioPinCount: 36
  die_width_um: 107.9
  initCoreUtil_pct: 30.89
  fp.coreArea_mm2: 0.01089
  die.size.y_um: 107.9
job:
  max_cap_violations: 0
  tool_warnings: 26
synthesis:
  yosys-stat-cells: 303
  synth.distinct_cells: 18
  yosys-stat-area_mm2: 0.003363
  syn_inst: 303
  synth_area_per_cell_um2: 11.10
  ys_seq_share_pct: 38.10
  synth_warnings: 1
  yosys_register_bits: 64
  post_synth_instance_area_mm2: 0.003363
placed_design:
  dp_cells: 472
  placement.io_buffers: 35
  place.gp.congestion: 0.8108
  worst_setup_slack_before_clock_tree_synthesis_ps: -472.9
  place.detailed.hpwl_um: 5633
cts:
  postCtsHoldBufs: 0
  cts.clk_slew.worst_paths_ps: 70
  clock_tree.buffer_depth: 2
  number_of_buffers_created_by_cts: 9
  cts-htree-levels: 3
  clock_sinks: 64
  root_buffer: "clkbuf_8"
  clock_tree_from_tritoncts: "yes"
  clock_latency_ps: 340
min_path:
  min-delay-start: "BR[5][7]"
  class_of_the_most_critical_hold_timing_path: "reg2reg"
global_route:
  grt_overflow_total: 0
  grt_pass1_wl_um: 13840
  initial_antenna_violation_count: 0
  global_route.usage.total_pct: 16.81
  grt_max_degree: 32
  grt_pass1_vias: 2546
[cell usage in the layout (no fill, tap or decap), drive strengths merged]
cell type	n
clkinvlp	1
dfxtp	64
nor2	24
clkdlybuf4s50	30
mux2	16
clkinv	2
mux4	32
nand4b	3
nor4bb	3
mux2i	24
and4	1
nand4	1
nand2	64
nor2b	8
buf	32
and4b	3
clkbuf	12
a21oi	32
[metal layers]
layer	GRT usage (%)	up-vias
met4	2.740	0
met1	23.41	1233
met5	0	-
li1	-	1190
met3	7.469	13
met2	25.18	113
[through the flow]
step	util (%)	hold WS (ps)	cell area, um^2
3_5_place_dp	36.41	456.7	3964
2_1_floorplan	-	439.7	3363
5_1_grt	38.46	493.6	4188
6_report	38.46	464.4	4188
4_1_cts	38.74	468.8	4218
3_3_place_gp	36.41	449.8	3964
[layout make-up]
| class | instances | share of cell area (%) |
|---|---|---|
| multi-input combinational | 211 | 44.19 |
| sequential | 64 | 30.59 |
| timing repair buffer | 62 | 16.91 |
| tap | 140 | 4.183 |
| clock buffer | 12 | 3.705 |
| clock inverter | 3 | 0.4183 |
[worst min-delay path, cell delays in order, from the launching register on]
cell and delay [ps]:
dfxtp_1 320, nand2_1 50, a21oi_1 50
[synth_stat cells]
cell type / n / area (um^2)
dfxtp_1: 64 / 1281
nand2_1: 64 / 240.2
a21oi_1: 32 / 160.2
mux4_1: 32 / 840.8
mux2i_1: 24 / 240.2
nor2_1: 24 / 90.09
mux2_2: 16 / 180.2
clkbuf_1: 13 / 48.80
nor2b_1: 8 / 50.05
buf_6: 6 / 67.56
buf_2: 5 / 25.02
and4b_1: 3 / 30.03
nand4b_1: 3 / 26.28
nor4bb_1: 3 / 30.03
buf_1: 2 / 7.510
buf_8: 2 / 30.03
and4_1: 1 / 8.760
nand4_1: 1 / 6.260
[path summary, 6_finish.rpt]
| path | to | slack [ps] | cells past startpoint |
|---|---|---|---|
| hold / removal | BR[5][7] | 460 | 2 |
| setup reg to reg | BR[6][1] | 1840 | 2 |
| hold reg to reg | BR[5][7] | 460 | 2 |
| setup / recovery | Dado1[1] | 20 | 5 |
[power groups by stage]
stage / sequential [mW] / clock [mW] / combinational (mW)
after global routing: 1.05 / 0.843 / 0.301
final: 1.05 / 0.781 / 0.281
after CTS: 1.05 / 0.797 / 0.278
[cell families after synthesis]
family,count (synthesis),synth area share (%)
buffers and inverters,28,5.320
multiplexers,72,37.50
AND/OR/NAND/NOR,107,14.32
flip-flops,64,38.10
AND-OR/OR-AND,32,4.762
[what timing repair did]
action                     in CTS  in global routing
cloned                          4                  0
hold endpoints to repair        0                  0
setup buffers                   1                  0
gates resized                  41                 14
setup endpoints to repair      16                 12
