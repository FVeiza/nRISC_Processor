`run.sh`:
```
#!/bin/bash
# OpenROAD 26Q1-2900-gdf79404cd8, Yosys 0.63+post, stock flow scripts
make -C /OpenROAD-flow-scripts/flow DESIGN_CONFIG=/design/flow/config.mk WORK_HOME=/design/flow/orfs finish
```
`config.mk`:
```
export PLATFORM = sky130hd
export DESIGN_NAME = memoria_dados
export DESIGN_NICKNAME = memoria_dados
export VERILOG_FILES = /design/flow/design.v
export SDC_FILE = /design/flow/constraint.sdc
export NUM_CORES = 4
export LEC_CHECK = 1
export CORE_UTILIZATION = 40
```
`constraint.sdc`:
```
current_design memoria_dados

set clk_period 24.2
set clk_io_pct 0.2

create_clock -name clk0 -period $clk_period [get_ports {clock}]

set non_clock_inputs [all_inputs -no_clocks]
set_input_delay [expr $clk_period * $clk_io_pct] -clock clk0 $non_clock_inputs
set_output_delay [expr $clk_period * $clk_io_pct] -clock clk0 [all_outputs]
```
`design.v`:
```
module memoria_dados (Endereco, DadoEscr, EscMem, LerMem, DadoLido, clock, reset);
	input [7:0] Endereco, DadoEscr;
	input EscMem;
	input LerMem;
	input clock;
	input reset;
	output reg [7:0] DadoLido;
	reg [7:0] mem_dados [127:0];
	integer i;
	initial begin 
		DadoLido <= 8'b0;
		for(i=0;i<128;i=i+1)
		begin		
			mem_dados[i] <= 8'b0;  
		end
	end
	always @(posedge clock) 
	begin
		if (EscMem == 1'b1)
		begin		
			mem_dados[Endereco] <= DadoEscr;
		end
		if (LerMem == 1'b1)
		begin
			DadoLido <= mem_dados[Endereco];
		end
		if(reset==1'b1)
		begin
			for(i=0;i<128;i=i+1)
			begin
				mem_dados[i] <= 8'b0;  
			end
		end
	end 
endmodule
module test_memdados;
	reg [7:0] ender, dadoescr;
	reg escmem, lermem, clk, reset;
	wire [7:0] dadolido;
	always begin
		clk = 0;
		#1 clk = 1;
		#1 clk = 0;
	end
	initial begin
		ender = 50;
		dadoescr = 100;
		escmem = 0;
		lermem = 0;
		reset = 0;
		#2 escmem = 1;
		#2 escmem = 0;
		#2 lermem = 1;
		#2 lermem = 0;
		#2 reset = 1;
		#2 lermem = 1;
	end
	initial begin
 		$monitor("Time=%0d ender=%b dadoescr=%b escmem=%b lermem=%b clk=%b reset=%b dadolido=%b",$time, ender, dadoescr, escmem, lermem, clk, reset, dadolido);
 	end
	memoria_dados mod1(ender, dadoescr, escmem, lermem, dadolido, clk, reset);
endmodule
```
==> flow_metrics.py <==
# Metrics from the implementation run
metrics = {
    "final_layout": {
        "nFillCells": 10700,
        "syn_to_final_growth_pct": 11.1,
        "drive_gt1_frac": 0.0911,
        "design_area_mm2": 0.0492,
    },
    "setup_path": {
        "path_max_fanout": 40,
        "start_kind": "input pin",
        "path_class": "input pin to flop",
        "cp.arrival_ns": 9.17,
        "r2r_slack_ns": 21.35,
        "endpoint_kind": "flop",
        "ff2ff_path_depth": 6,
        "cp-endpoint": "DadoLido[3]$_DFFE_PP_",
        "required_ns": 24.78,
        "r2r_end": "DadoLido[4]$_DFFE_PP_",
        "r2r-start": "mem_dados[73][4]$_SDFFE_PP0P_",
        "crit_start": "Endereco[0]",
    },
    "route": {
        "first_iter_violations": 4334,
        "dr_wl_met2_um": 76600,
        "wl_met1_um": 71500,
        "ant_nets": 0,
        "vias": 43200,
        "vias_per_cell": 6.05,
        "drt_wl_total_um": 178000,
        "drc": 0,
        "firstDrtPassIters": 6,
        "routed.top_layer": "met5",
        "wl_met3_um": 20500,
        "avgRoutedWirePerCell_um": 24.9,
    },
    "synthesis": {
        "top_cells_by_count": "2163 x nand2_1, 1064 x a21oi_1, 1024 x dfxtp_1, 297 x a221oi_1, 284 x clkbuf_1",
        "synth-async-reset-ratio": 0,
        "avgSynthCellArea_um2": 7.71,
        "ys_seq_frac": 0.468,
        "yosysUniqueCellTypes": 74,
        "ys_cells": 5750,
        "top_area_cell": "dfxtp_1",
        "ys.flops": 1032,
        "yosysMostFrequentCell": "nand2_1",
        "synthDominantCellAreaShare": 0.462,
        "yosys_area_mm2": 0.0443,
        "edf_count": 8,
        "yosysWarningCount": 1,
        "synth_cells": 5750,
        "ff_type": "dfxtp_1",
        "syn_area_mm2": 0.0443,
        "topCellsByArea": "dfxtp_1 46%, nand2_1 18%, a21oi_1 12%, a221oi_1 5.9%, clkbuf_1 2.4%",
    },
    "clock_network": {
        "cts_root_buffer": "clkbuf_16",
        "cts.repair.resized": 0,
        "tritoncts": "built",
        "clk_latency_ns": 0.71,
        "clk_pin_slew_worst_paths_ns": 0.06,
        "htree_levels": 3,
        "hold_buffers": 0,
        "post_cts_buffers": 0,
        "numCtsBuffers": 111,
        "cts.path.max_buffers": 3,
        "cts.sinks": 1032,
    },
    "placed_design": {
        "gp_congestion": 0.964,
        "place_area_mm2": 0.0455,
        "place_hpwl_um": 106000,
        "portBuffers": 26,
    },
    "floorplanning": {
        "die_area_mm2": 0.112,
        "core_mm2": 0.109,
        "rows": 121,
        "die_w_um": 335,
        "dieHeight_um": 335,
        "ioPinCount": 28,
        "fp_util": 0.406,
    },
    "hold_path": {
        "hp-class": "flop to flop",
    },
    "power": {
        "pwr-share-seq": 0.461,
        "combPwrFrac": 0.073,
        "power_w": 0.00371,
        "p_leak_nw": 15.1,
        "power_frac_clock": 0.465,
        "ir_worst_vdd_mv": 0.0546,
        "switching_share": 0.256,
        "p_switching_w": 0.000949,
        "cellPowerDensity_mw_per_mm2": 75.3,
        "power.internal_w": 0.00276,
    },
    "sta": {
        "period_used_share": 0.355,
        "finalCriticalPeriod_ns": 8.59,
        "fmax_mhz": 116,
        "skew_ns": 0.0219,
        "setup_viol": 0,
        "rsz0062_at_grt": "false",
        "slew_viol_final": 0,
        "worstMarginPinSlew_ns": 0.966,
        "hold_violations": 0,
        "setup-tns-final_ns": 0,
        "timing.slew.headroom": 0.354,
    },
    "run": {
        "warnings": 33,
        "cap_violations": 0,
    },
    "global_route": {
        "grt_pass1_wl_um": 263000,
        "grt_start_max_net_pins": 157,
        "grt_usage": 0.323,
        "antenna_found_initial": 5,
        "grt_pass1_vias": 40200,
        "globalRouteOverflowTotal": 0,
    },
    "status": {
        "status": "finished clean",
    },
}
sequential cells by signal, indices dropped and copies added (netlist names):
signal / count
mem_dados: 1024
DadoLido: 8
how the worst min path moves through the flow:
| stage | start | depth (start not counted) | end |
|---|---|---|---|
| after CTS | mem_dados[33][2]$_SDFFE_PP0P_ | 2 | mem_dados[33][2]$_SDFFE_PP0P_ |
| after global routing | mem_dados[33][2]$_SDFFE_PP0P_ | 2 | mem_dados[33][2]$_SDFFE_PP0P_ |
| final | mem_dados[1][2]$_SDFFE_PP0P_ | 2 | mem_dados[1][2]$_SDFFE_PP0P_ |
kinds of logic (layout without fill, tap and decap cells):
family / Yosys count / in the layout / synth area share
multiplexers: 131 / 131 / 0.0394
flip-flops: 1032 / 1032 / 0.468
other: 0 / 3 / 0
AND/OR/NAND/NOR: 2526 / 2526 / 0.225
AND-OR/OR-AND: 1625 / 1625 / 0.224
buffers and inverters: 436 / 348 / 0.0443
worst max-delay path, stage by stage:
cell and delay (ns):
buf_6 0.30, buf_4 0.60, and2_4 0.45, buf_4 0.46, buf_4 0.63, a221oi_1 0.27
o22ai_1 0.24, o21ai_0 0.22, a211oi_1 0.80, a311o_1 0.27
metrics by stage:
| step | setup slack (ns) | util | hold slack [ns] | cells |
|---|---|---|---|---|
| floorplan | 17.42 | - | 0.432 | 5750 |
| global placement | 15.14 | 0.417 | 0.438 | 6932 |
| detailed placement | 15.20 | 0.417 | 0.443 | 6932 |
| CTS | 15.90 | 0.450 | 0.452 | 7138 |
| global route | 15.62 | 0.450 | 0.463 | 7138 |
| finish | 15.61 | 0.451 | 0.450 | 7141 |
layer usage:
layer,GRT usage,vias to the layer above
li1,-,19600
met1,0.461,20900
met2,0.461,2189
met3,0.104,510
met4,0.137,10
met5,0,-
layout by cell type, fill, tap and decap left out, drive strengths merged, types with 5 or more instances in the layout:
master         synthesis  layout
nand2               2164    2164
o22a                   5       5
nor3                   8       8
a21oi               1064    1064
mux4                  26      26
a31oi                 11      11
o221ai                25      25
nand4                  5       5
clkdlybuf4s50          0      12
o311a                  5       5
nor2b                  7       7
clkinv                 0      25
nor4                   7       7
a2111oi               11      11
o311ai                 6       6
nor2                 233     233
clkbuf               284     176
a211o                  5       5
o211ai                14      14
buf                  145     122
nand3                 75      75
inv                    7       9
mux2                  89      89
and2                   5       5
a221oi               298     298
a211oi                 7       7
a22oi                 65      65
a221o                  7       7
edfxtp                 8       8
dfxtp               1024    1024
mux2i                 16      16
o21ai                 46      46
o22ai                 19      19
power by group through the flow:
stage | Clock, W | Sequential (W) | Combinational, W
CTS | 0.00174 | 0.00171 | 0.000260
global route | 0.00181 | 0.00171 | 0.000275
finish | 0.00173 | 0.00171 | 0.000271
area by class of cell:
type / instances / area, um2 / area share
Antenna cell: 3 / 7.51 / 0.000152
Clock buffer: 175 / 3420 / 0.0694
Clock inverter: 31 / 289 / 0.00587
Inverter: 7 / 30.0 / 0.000610
Multi-Input combinational cell: 4282 / 21700 / 0.441
Sequential cell: 1032 / 20700 / 0.421
Tap cell: 1476 / 1850 / 0.0375
Timing Repair Buffer: 135 / 1180 / 0.0240
Power figures rest on the tool's default switching activity, not on a simulated workload.
