==> /design/flow/run.sh <==
#!/bin/bash
# OpenROAD 26Q1-2900-gdf79404cd8, Yosys 0.63+post, stock flow scripts
make -C /OpenROAD-flow-scripts/flow DESIGN_CONFIG=/design/flow/config.mk WORK_HOME=/design/flow/orfs finish
==> /design/flow/config.mk <==
export PLATFORM = sky130hd
export DESIGN_NAME = controle
export DESIGN_NICKNAME = controle
export VERILOG_FILES = /design/flow/design.v
export SDC_FILE = /design/flow/constraint.sdc
export NUM_CORES = 4
export LEC_CHECK = 1
export CORE_AREA = 10 10 70 70
export DIE_AREA = 0 0 80 80
==> /design/flow/constraint.sdc <==
current_design controle

set clk_period 1.1
set clk_io_pct 0.2

create_clock -name clk0 -period $clk_period [get_ports {clock}]

set non_clock_inputs [all_inputs -no_clocks]
set_input_delay [expr $clk_period * $clk_io_pct] -clock clk0 $non_clock_inputs
set_output_delay [expr $clk_period * $clk_io_pct] -clock clk0 [all_outputs]
==> /design/flow/design.v <==
module controle (opcode, reset, clock, PCEsc, RegDst, RegLido1, RegLido2, EscReg, ULAFonte1, ULAFonte2, ULAOp, EscMem, LerMem, RegFonte, BranchNE, Jump);
	input [2:0] opcode;
	input reset, clock;
	output reg PCEsc, EscReg, ULAFonte1, ULAFonte2, EscMem, LerMem, RegFonte, BranchNE, Jump;
	output reg [1:0] RegDst, RegLido1, RegLido2, ULAOp;
	always @(posedge clock) 
	begin
		if(reset==1'b1)
		begin
			PCEsc = 1'b1;
			RegDst = 2'b00;
			RegLido1 = 2'b00;
			RegLido2 = 2'b00;
			EscReg = 1'b0;
			ULAFonte1 = 1'b0;
			ULAFonte2 = 1'b0;
			ULAOp = 2'b00;
			EscMem = 1'b0;
			LerMem = 1'b0;
			RegFonte = 1'b0;
			BranchNE = 1'b0;
			Jump = 1'b0;
		end
		else begin
			case (opcode)
				3'b000: begin	 
					PCEsc = 1'b1;
					RegDst = 2'b00;
					RegLido1 = 2'b01;
					RegLido2 = 2'b10;
					EscReg = 1'b0;
					ULAFonte1 = 1'b0;
					ULAFonte2 = 1'b0;
					ULAOp = 2'b01;
					EscMem = 1'b0;
					LerMem = 1'b0;
					RegFonte = 1'b0;
					BranchNE = 1'b1;
					Jump = 1'b0;
					end
				3'b001: begin	 
					PCEsc = 1'b1;
					RegDst = 2'b01;
					RegLido1 = 2'b00;
					RegLido2 = 2'b00;
					EscReg = 1'b1;
					ULAFonte1 = 1'b0;
					ULAFonte2 = 1'b0;
					ULAOp = 2'b10;
					EscMem = 1'b0;
					LerMem = 1'b0;
					RegFonte = 1'b0;
					BranchNE = 1'b0;
					Jump = 1'b0;
					end
				3'b010: begin	 
					PCEsc = 1'b1;
					RegDst = 2'b10;
					RegLido1 = 2'b00;
					RegLido2 = 2'b00;
					EscReg = 1'b1;
					ULAFonte1 = 1'b0;
					ULAFonte2 = 1'b1;
					ULAOp = 2'b00;
					EscMem = 1'b0;
					LerMem = 1'b1;
					RegFonte = 1'b1;
					BranchNE = 1'b0;
					Jump = 1'b0;
					end
				3'b011: begin	 
					PCEsc = 1'b1;
					RegDst = 2'b00;
					RegLido1 = 2'b10;
					RegLido2 = 2'b01;
					EscReg = 1'b0;
					ULAFonte1 = 1'b1;
					ULAFonte2 = 1'b1;
					ULAOp = 2'b00;
					EscMem = 1'b1;
					LerMem = 1'b0;
					RegFonte = 1'b0;
					BranchNE = 1'b0;
					Jump = 1'b0;
					end
				3'b100: begin	 
					PCEsc = 1'b1;
					RegDst = 2'b00;
					RegLido1 = 2'b00;
					RegLido2 = 2'b00;
					EscReg = 1'b1;
					ULAFonte1 = 1'b0;
					ULAFonte2 = 1'b0;
					ULAOp = 2'b00;
					EscMem = 1'b0;
					LerMem = 1'b0;
					RegFonte = 1'b0;
					BranchNE = 1'b0;
					Jump = 1'b0;
					end
				3'b101: begin	 
					PCEsc = 1'b1;
					RegDst = 2'b00;
					RegLido1 = 2'b00;
					RegLido2 = 2'b00;
					EscReg = 1'b1;
					ULAFonte1 = 1'b0;
					ULAFonte2 = 1'b1;
					ULAOp = 2'b00;
					EscMem = 1'b0;
					LerMem = 1'b0;
					RegFonte = 1'b0;
					BranchNE = 1'b0;
					Jump = 1'b0;
					end
				3'b110: begin	 
					PCEsc = 1'b1;
					RegDst = 2'b00;
					RegLido1 = 2'b00;
					RegLido2 = 2'b00;
					EscReg = 1'b0;
					ULAFonte1 = 1'b0;
					ULAFonte2 = 1'b0;
					ULAOp = 2'b00;
					EscMem = 1'b0;
					LerMem = 1'b0;
					RegFonte = 1'b0;
					BranchNE = 1'b0;
					Jump = 1'b1;
					end
				3'b111: begin	 
					PCEsc = 1'b0;
					RegDst = 2'b00;
					RegLido1 = 2'b00;
					RegLido2 = 2'b00;
					EscReg = 1'b0;
					ULAFonte1 = 1'b0;
					ULAFonte2 = 1'b0;
					ULAOp = 2'b00;
					EscMem = 1'b0;
					LerMem = 1'b0;
					RegFonte = 1'b0;
					BranchNE = 1'b0;
					Jump = 1'b0;
					end
				default: begin
					PCEsc = 1'b1;
					RegDst = 2'b00;
					RegLido1 = 2'b00;
					RegLido2 = 2'b00;
					EscReg = 1'b1;
					ULAFonte1 = 1'b0;
					ULAFonte2 = 1'b1;
					ULAOp = 2'b00;
					EscMem = 1'b0;
					LerMem = 1'b0;
					RegFonte = 1'b0;
					BranchNE = 1'b0;
					Jump = 1'b0;
				end
			endcase
		end
	end
endmodule
module test_controle;
	reg [2:0] opc;
	reg clk, rst;
	wire pcesc, escreg, ulafonte1, ulafonte2, escmem, lermem, regfonte, branchne, jump;
	wire [1:0] regdst, reglido1, reglido2, ulaop;
	always begin
		clk = 0;
		#1 clk = 1;
		#1 clk = 0;
	end
	integer i;
	initial begin
		rst = 0;
		opc = 0;
		for(i=0; i<8; i=i+1)
		begin
			#2 opc = opc + 1;
		end
		#2 rst = 1;
	end
	initial begin
 		$monitor("Time=%0d opcode=%b reset=%b clock=%b pcesc=%b escreg=%b ulafonte1=%b ulafonte2=%b escmem=%b lermem=%b regfonte=%b branchne=%b jump=%b regdst=%b reglido1=%b reglido2=%b ulaop=%b",$time, opc, rst, clk, pcesc, escreg, ulafonte1, ulafonte2, escmem, lermem, regfonte, branchne, jump, regdst, reglido1, reglido2, ulaop);
 	end
	controle mod1(opc, rst, clk, pcesc, regdst, reglido1, reglido2, escreg, ulafonte1, ulafonte2, ulaop, escmem, lermem, regfonte, branchne, jump);
endmodule
==> notes.md <==
Physical implementation status

The flow ran to the end, and the final reports show no timing, DRC or antenna violations. The relative slew slack stands at between 70 and 80%. Of the available clock period, the critical path in the final layout requires 93.2%. The count of vias placed by the detailed router stands at 267.

The number of non-filler instances in the completed layout stands at 95. The synthesis report lists the Yosys warning total as 1. The residual DRC count stands at 0. The maximum ir drop on the vdd rail stands at 0.202 mV.

In the Yosys report, the sequential cells make up 45.1% of the chip area. The post-detailed-route via-to-cell ratio stands at 2.81. Checking hold timing, the worst path is listed with class input pin to register. The leakage component of the power was reported as 0.300 nW. The total die size stands at roughly 6400 um^2. The number of inserted filler cells in the final layout stands at 401. The first TritonRoute pass finished after 2 iterations. After synthesis, the mean cell area works out to 11.1 um^2. The number of input and output port buffers inserted stands at 21. The die width stands at around 80 um. The power density over cell area stands at 1040 nW/um^2. The synthesized netlist handed to floorplanning was reported with a cell count of 32. The CTS report gives the tree buffer count as 3. Per STA, the startpoint of the critical path is RegFonte. The synthesized netlist occupies a cell area of roughly 360 um^2. The proportion of power drawn by the clock network stands at 35.6%. All stages included, the depth of the critical timing path comes to 1.

The final design instance area without fill stands at 579 um^2. The internal portion of the total power is 0.476 mW. The number of nets with antenna violations after detailed routing stands at 0.

Setup repair after global routing left no endpoint under its margin. The yosys stat cell total stands at 32. The clock transition at the registers of the reported paths stands at around 0.05 ns. The script logs the mean routed wire length per placed instance as about 9.0 um.

The pin closest to its max-slew limit shows a slew of 0.348 ns. For the worst setup path, the data arrival time is 0.80 ns. The cell family contributing the most delay on the critical path is flip-flops. Net switching is 20.8% of the power. The final timing report derives a shortest allowable period of 1.02 ns. The synthesis stat section lists a flop and latch total of 8. The number of diodes added for antenna fixing stands at 0.

The instance count after placement with tap cells included stands at 92. In this run, flip-flops and latches consume 50.9% of the power. Looking at the power breakdown, combinational cells take ~14% of the total. The placed instances occupy a cell area of between 500 and 600 um^2. Looking at the critical path, the single cell with the biggest stage delay is dfxtp_2. For this configuration, the core starts out at a cell density of 10.4%.

At the end of routability-driven placement, the weighted congestion stood at 0.662. The worst-case hold slack stands at 0.322 ns. The final hold violation count stands at 0. After detailed routing, the total wire length is 853 um. Looking at the critical path, the highest net fanout was 3. The total congestion overflow stands at 0. The wire length of the first global-routing pass stands at 1.21 mm. The area of the core region stands at 3420 um^2.

The floorplan row count stands at 21. The critical path is of the register to primary output type. The worst setup path is captured at a primary output. The worst path buffer plus inverter count stands at 1.

The number of distinct library cells after synthesis stands at 17. The highest clock frequency the design can meet stands at 976 MHz. The root buffer cell chosen for the clock tree is clkbuf_4. The number of clock sinks seen by CTS stands at 8. Detailed placement finished with a half-perimeter wire length of 727 um. The vertical die dimension reported for this design is approximately 80 um. Looking at the clock tree report, the H-tree level count equals 1. TritonCTS built the clock tree. Entering global routing, the biggest net connects 9 pins. The worst setup path is launched from a register. The post-route netlist has 28.6% of its cells at a drive strength greater than 1. The final count of pins violating max slew stands at 0. The longest clock path from root to sink contains 2 buffers.

The number of warnings in the stage logs stands at 25. The reported net switching power stands at 0.125 mW. The critical path endpoint has a required time of 0.88 ns. The initial antenna violation count stands at 0. Looking at hold timing, the worst path starts from opcode[0]. The worst hold path passes through 3 cells. The max-cap check violation count stands at 0.

The summed standard-cell area reported by yosys stands at 355 um^2. Compared with the post-synthesis result, the final layout area differs by 63.0%. The total global routing track utilization stands at 2.28%. The top-level port count stands at 22.

Setup violations remaining at the end of the flow were counted as 0. The report lists the cells along the critical path as dlygate4sd2_1. Per STA, the highest per-stage delay on the worst path measures 0.32 ns. Once iteration 0 of detailed routing completed, the report listed 24 DRC markers. The via count of the first global-routing pass was 263.
[flip-flops by register name (all words and copies together) (netlist names)]
name / cells
ULAOp: 2
EscMem: 1
EscReg: 1
Jump: 1
PCEsc: 1
RegFonte: 1
ULAFonte2: 1
[repair_timing]
item,in CTS,in global routing
pin swaps,1,1
hold buffers,0,0
resized,22,2
setup buffers,0,0
cloned,0,0
setup endpoints to repair,18,1
[cells by family (layout without fill, tap and decap cells)]
logic type	count (synthesis)	in the layout	synth area share, %
buffers and inverters	12	29	24.6
and+or+nand+nor	9	9	21.8
DFF	8	8	45.1
adders and majority gates	1	1	3.52
AOI/OAI and AO/OA	1	1	2.11
muxes	1	1	2.82
[synth_stat cells]
cell      count  area share (%)
nand4b_1      1             2.5
mux2i_1       1             2.8
nor2b_1       1             1.8
buf_6         1             3.2
inv_2         1             1.1
nor3b_1       1             2.1
ha_1          1             3.5
a211oi_1      1             2.1
nor4_1        1             1.8
nor3_1        1             1.4
nor4b_4       1             6.7
buf_4         9              19
buf_2         1             1.4
nand2_1       1             1.1
nor2_1        1             1.1
dfxtp_1       8              45
nor4_2        1             3.5
[path summary, 6_finish.rpt]
| check | to | slack, ns |
|---|---|---|
| max | LerMem | 0.08 |
| min | RegFonte | 0.32 |
[through the flow]
step / setup TNS (ns) / setup WS [ns] / power [mW] / util [%]
after CTS: 0 / 0.0288 / 0.620 / 16.8
after detailed placement: -1.27 / -0.355 / 0.410 / 16.7
after floorplan: 0 / 0.214 / 0.351 / -
after global placement: -1.13 / -0.344 / 0.408 / 16.7
after global routing: 0 / 0.0296 / 0.648 / 17.0
final: 0 / 0.0753 / 0.601 / 17.0
[worst min-delay path: cells and delay by family]
kind	cells	cell delay [ns]
buf+inv	2	0.27
simple gates	1	0.04
[final cells by class]
| cell class | instances | area (um^2) | area share, % |
|---|---|---|---|
| repair buffers | 25 | 223 | 38.4 |
| clock buffers | 3 | 22.5 | 3.89 |
| well taps | 46 | 57.6 | 9.94 |
| flip-flops and latches | 8 | 165 | 28.5 |
| inverters | 1 | 3.75 | 0.648 |
| multi-input cells | 12 | 108 | 18.6 |
[layer usage]
layer / global-route usage (%) / vias up / part of all wire [%]
li1: - / 132 / -
met5: 0 / - / 0
met1: 2.22 / 118 / 33
met2: 3.53 / 15 / 45
met4: 1.23 / 0 / 2.1
met3: 1.59 / 2 / 20
[power by group through the flow]
stage	Combinational, mW	Sequential (mW)	Clock, mW
CTS	0.0842	0.306	0.229
global route	0.0908	0.307	0.251
finish	0.0812	0.306	0.214
[cell usage in the layout (no fill, tap or decap), types with 2 or more instances in the layout]
cell / synthesis / routed
dlymetal6s2s_1: 0 / 2
dfxtp_1: 8 / 4
dlygate4sd2_1: 0 / 18
buf_4: 9 / 4
dfxtp_2: 0 / 4
clkbuf_4: 0 / 3
Power is estimated from default activity; no workload was simulated.
